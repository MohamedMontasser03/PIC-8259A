==> design/flow/design.v <==
module RWLogic (
input [7:0] globalBus,  
input A0,  
input CS,  
input WR,  
input RD,  
output reg [7:0] ICW1,  
output reg [7:0] ICW2,  
output reg [7:0] ICW3,  
output reg [7:0] ICW4,  
output reg [7:0] OCW1,  
output reg [7:0] OCW2,  
output reg [7:0] OCW3,  
output reg [3:0] ICWFlags,  
output shouldInitiateFlags  
);
wire chipSelected = ~CS;
wire writeSignal = ~RD;
wire readSignal = ~WR;
assign shouldInitiateFlags = ~A0 && globalBus[4] && chipSelected && readSignal;
always @(A0) begin
    if (shouldInitiateFlags) begin
        ICWFlags <= 0;
    end
end
always @(globalBus or A0) begin
    if(shouldInitiateFlags) begin
        ICW1 <= globalBus;
        ICWFlags[0] <= 1;
        if(globalBus[1]) begin
            ICWFlags[2] <= 1;
        end
        if(~globalBus[0]) begin
            ICWFlags[3] <= 1;
        end
    end
    if(chipSelected && readSignal && ~&ICWFlags) begin
        if(A0 && ICWFlags[0] && ~ICWFlags[1]) begin
            ICW2 <= globalBus;
            ICWFlags[1] <= 1;
        end
        if(A0 && ICWFlags[0] && ICWFlags[1] && ~ICWFlags[2]) begin
            ICW3 <= globalBus;
            ICWFlags[2] <= 1;
        end
        if(A0 && ICWFlags[0] && ICWFlags[1] && ICWFlags[2] && ~ICWFlags[3]) begin
            ICW4 <= globalBus;
            ICWFlags[3] <= 1;
        end
    end
end
always @(globalBus or A0) begin
    if(chipSelected && readSignal && &ICWFlags) begin
        if(A0) begin
            OCW1 <= globalBus;
        end
        if(~A0 && ~globalBus[3]) begin
            OCW2 <= globalBus;
        end
        if(~A0 && globalBus[3]) begin
            OCW3 <= globalBus;
        end
    end
end
endmodule
module RWLogicTB;
reg [7:0] globalBus;
reg A0;
reg CS = 1'b1;
reg WR = 1'b1;
reg RD = 1'b1;
wire [7:0] ICW1;
wire [7:0] ICW2;
wire [7:0] ICW3;
wire [7:0] ICW4;
wire [7:0] OCW1;
wire [7:0] OCW2;
wire [7:0] OCW3;
wire [3:0] ICWFlags;
RWLogic rwLogic(
.globalBus(globalBus),
.A0(A0),
.CS(CS),
.WR(WR),
.RD(RD),
.ICW1(ICW1),
.ICW2(ICW2),
.ICW3(ICW3),
.ICW4(ICW4),
.OCW1(OCW1),
.OCW2(OCW2),
.OCW3(OCW3),
.ICWFlags(ICWFlags)
);
initial begin
    CS = 1'b0;
    WR = 1'b0;
    globalBus <= 8'b00010001;
    A0 <= 1'b0;
    #10
    A0 <= 1'b1;
    globalBus <= 8'b00000000;
    #10
    A0 <= 1'b1;
    globalBus <= 8'b00000001;
    #10;
    A0 <= 1'b1;
    globalBus <= 8'b00100001;
    #10;
    A0 <= 1'b0;
    globalBus <= 8'b00000000;
    #10;
    A0 <= 1'b0;
    globalBus <= 8'b00001001;
    #10;
    A0 <= 1'b0;
    globalBus <= 8'b00000001;
    #10;
    A0 <= 1'b1;
    globalBus <= 8'b00000000;
end
endmodule
module NoIC4RWLogicTB;
reg [7:0] globalBus;
reg A0;
reg CS = 1'b1;
reg WR = 1'b1;
reg RD = 1'b1;
wire [7:0] ICW1;
wire [7:0] ICW2;
wire [7:0] ICW3;
wire [7:0] ICW4;
wire [7:0] OCW1;
wire [7:0] OCW2;
wire [7:0] OCW3;
wire [3:0] ICWFlags;
RWLogic rwLogic(
.globalBus(globalBus),
.A0(A0),
.CS(CS),
.WR(WR),
.RD(RD),
.ICW1(ICW1),
.ICW2(ICW2),
.ICW3(ICW3),
.ICW4(ICW4),
.OCW1(OCW1),
.OCW2(OCW2),
.OCW3(OCW3),
.ICWFlags(ICWFlags)
);
initial begin
    CS = 1'b0;
    WR = 1'b0;
    globalBus <= 8'b00010000;
    A0 <= 1'b0;
    #10
    A0 <= 1'b1;
    globalBus <= 8'b00000000;
    #10
    A0 <= 1'b1;
    globalBus <= 8'b00000001;
    #10;
    A0 <= 1'b0;
    globalBus <= 8'b00000000;
    #10;
    A0 <= 1'b0;
    globalBus <= 8'b00001001;
    #10;
    A0 <= 1'b0;
    globalBus <= 8'b00000001;
    #10;
    A0 <= 1'b1;
    globalBus <= 8'b00000000;
end
endmodule
==> design/flow/run.sh <==
#!/bin/bash
# OpenROAD 26Q1-2900-gdf79404cd8, Yosys 0.63+post, stock flow scripts
make -C /OpenROAD-flow-scripts/flow DESIGN_CONFIG=/design/flow/config.mk WORK_HOME=/design/flow/orfs finish
==> design/flow/config.mk <==
export PLATFORM = sky130hd
export DESIGN_NAME = RWLogic
export DESIGN_NICKNAME = RWLogic
export VERILOG_FILES = /design/flow/design.v
export SDC_FILE = /design/flow/constraint.sdc
export NUM_CORES = 4
export LEC_CHECK = 1
export CORE_AREA = 10 10 70 70
export DIE_AREA = 0 0 80 80
==> design/flow/constraint.sdc <==
current_design RWLogic

set clk_period 2.1
set clk_io_pct 0.2

create_clock -name clk0 -period $clk_period

set non_clock_inputs [all_inputs -no_clocks]
set_input_delay [expr $clk_period * $clk_io_pct] -clock clk0 $non_clock_inputs
set_output_delay [expr $clk_period * $clk_io_pct] -clock clk0 [all_outputs]
==> Changelog: implementation <==
## Implementation

* Ratio of routed vias to standard cells at between 2 and 2.5
* Number of register pins that no clock reaches at 16
* Cell total after placement at approximately 140
* Endpoints left unconstrained at 32
* Finished Layout Cells at roughly 140
* Number of synthesis warnings at 18
* Count of buffers from port buffering at 28
* Area share, top type at 0.555
* Total of flip-flops plus latches after synthesis at 16
* Max FO, Critical Path at 2
* Final wirelength at 1410 um
* Final instance area at 781 sq um
* Peak Freq at 551 MHz
* Grt ovf at 0
* Primary FF master, synth: sky130_fd_sc_hd__dlxtp_1
* Commonest cells in the synthesized netlist: sky130_fd_sc_hd__buf_4 (44), sky130_fd_sc_hd__dlxtn_1 (8), sky130_fd_sc_hd__dlxtp_1 (8), sky130_fd_sc_hd__conb_1 (2)
* Fin crit period at 1810 ps
* Yosys stat cell total at ~64
* Growth of design area from synthesis to finish at 31.1%
* Cell-by-cell trace of the critical path: clkdlybuf4s50_1 -> nor4b_2 -> dlygate4sd2_1
* Minimum hold slack at between 1500 and 2000 ps
* Post-route DRC at 0
* Class of the tightest hold or removal check: in2out
* # setup viols final at 0
* Req. time, crit path at between 1500 and 2000 ps
* Final Hold Violating Endpoints at 0
* Layout cell share with drive strength beyond 1 at 0.0326
* Cells resized by post-CTS repair at 2
* RSZ-0062 raised after global routing: false
* Launch point of the critical path: WR
* Vias in the first global route at just over 400
* Post-Syn Area at slightly below 600 sq um
* Number of max-capacitance violations reported at 0
* Remaining antenna violation count after routing at 0
* Async S/R FF share, synth at 0
* EDFF count, synth at 0
* Most area-hungry cell type in the Yosys netlist: sky130_fd_sc_hd__buf_4
* Leakage power at about 0.0004 uW
* Count of distinct cell types in the synthesized netlist at 6
* Overall routing resource usage at 0.0361
* Diode count at 0
* Site Rows at 21
* Critical-path cell with the highest stage delay: sky130_fd_sc_hd__clkdlybuf4s50_1
* Critical Path Source Type: input pin
* Period utilization at 0.864
* Total vias in the final route at between 300 and 400
* Placed cell areas at just under 800 sq um
* Crit. End Element: output pin
* Final weighted congestion of routability-driven global placement at 0.686
* Leading cell types by total area after synthesis: sky130_fd_sc_hd__buf_4 (55%), sky130_fd_sc_hd__dlxtn_1 (20%), sky130_fd_sc_hd__dlxtp_1 (20%), sky130_fd_sc_hd__nor4b_1 (1.5%), sky130_fd_sc_hd__or3b_1 (1.5%)
* Total power consumption of the routed design at around 66 uW
* Overall die width at approximately 80 um
* Syn avg cell area at roughly 9.3 sq um
* Initial Util at 0.174
* Maximum number of pins on one net before global-route repair at 9
* Most popular library cell in the synthesized design by count: sky130_fd_sc_hd__buf_4
* CORE AREA at approximately 3400 sq um
* Biggest cell delay along the critical path at approximately 430 ps
* Path type of the worst setup path: in2out
* Power density of the placed cells at around 84 nW/um^2
* # IOs at approximately 73
* Detailed-route wire length per cell at 10.2 um
* Post-CTS setup buffers at 0
* CTS Hold Buffers Added at 0
* Chip area estimate from yosys synthesis at ~600 sq um
* Number of antenna violations at the first check in global routing at 0
* Worst voltage drop across the vdd grid at approximately 0.014 mV
* Accumulated negative setup slack at 0 ps
* Worst hold start: A0
* Final Max Tran Viols at 0
* Result of the run: finished clean
* Count of tool warnings at 33
* Vertical die dimension at 80 um
* HPWL after detailed placement at ~1300 um
* 1st-iter DRT viols at 1
* Drt first pass iters at 2
* Fillers at about 400
* Area of the die at 6400 sq um
* First-pass GRT wire length at 1940 um
* Instance count of the mapped netlist at approximately 64
* Arrival time worst endpoint at 1390 ps
[area by class of cell]
| type | count | area (sq um) | share of cell area |
|---|---|---|---|
| timing repair buffer | 30 | 294 | 0.377 |
| sequential | 16 | 240 | 0.308 |
| multi-input combinational | 46 | 189 | 0.242 |
| tap | 46 | 57.6 | 0.0737 |
[routing by layer]
layer | wire, um | vias to the layer above | GRT usage
met5 | 0 | - | 0
met4 | 0 | 0 | 0
met3 | 138 | 0 | 0.00909
met2 | 697 | 35 | 0.0666
met1 | 570 | 133 | 0.0434
li1 | - | 162 | -
[registers in the layout, summed over array words and instances, names as in the netlist]
name and flops:
ICW3 8, ICW1 8
[kinds of logic after synthesis]
logic type             count (synthesis)  share of synthesized area
buffers and inverters                 44                      0.555
latches                               16                      0.403
and+or+nand+nor                        2                     0.0294
other                                  2                     0.0126
[path summary, 6_finish.rpt]
path	end	slack, ps	depth (start not counted)
worst min-delay path	shouldInitiateFlags	1620	3
worst max-delay path	shouldInitiateFlags	290	3
[stage by stage]
step                setup slack, ps  utilization
finish                          286        0.229
global route                    203        0.229
CTS                             278        0.229
detailed placement            -98.9        0.227
global placement               -109        0.227
floorplan                       643            -
[critical path: cells and delay by family]
family                 cells  cell delay [ps]
AND/OR/NAND/NOR            1              300
buffers and inverters      2              670
[cell usage in the layout (no fill, tap or decap)]
| cell | netlist | layout |
|---|---|---|
| sky130_fd_sc_hd__conb_1 | 2 | 44 |
| sky130_fd_sc_hd__clkdlybuf4s50_1 | 0 | 27 |
| sky130_fd_sc_hd__dlxtp_1 | 8 | 8 |
| sky130_fd_sc_hd__dlxtn_1 | 8 | 8 |
| sky130_fd_sc_hd__buf_4 | 44 | 2 |
| sky130_fd_sc_hd__nor4b_2 | 0 | 1 |
| sky130_fd_sc_hd__or3b_1 | 1 | 1 |
| sky130_fd_sc_hd__dlygate4sd2_1 | 0 | 1 |
[power breakdown]
group	switching [uW]	leakage [uW]	total, uW	internal (uW)
clock	0	0	0	0
sequential	1.63	0.000129	18.9	17.3
combinational	13.9	0.000271	47.0	33.2
Power and IR drop assume default switching activity.
