File: design.v
module CascadeModule(
    input SP,  
    input SNGL,  
    input [7:0] ICW3,  
    input [2:0] Interrupt_Location,  
    input interruptExists,  
    inout [2:0] CAS,  
    output Address_Write_Enable  
);
wire isSingle = (SNGL == 1'b1);
wire isMaster = (SP == 1'b1);
assign Address_Write_Enable = isSingle | (isMaster & ~ICW3[Interrupt_Location]) | (~isMaster & (CAS == ICW3[2:0]));
reg [2:0] CAS_Reg;
assign CAS = isMaster ? CAS_Reg : 3'bz;
always @(Interrupt_Location) begin
    if(isMaster) begin
        CAS_Reg <= Interrupt_Location;
        if(~interruptExists) begin
            CAS_Reg <= 3'b111;
        end
    end
end
endmodule
module CascadeModule_tb;
    reg [2:0]currentSlave;  
    reg interruptExists;  
    wire [2:0]CAS;
    wire Address_Write_Enable_Master;
    wire Address_Write_Enable_Slave0;
    wire Address_Write_Enable_Slave3;
    CascadeModule Master(
        .SP(1'b1),
        .SNGL(1'b0),
        .ICW3(8'b00001001),
        .Interrupt_Location(currentSlave),
        .interruptExists(interruptExists),
        .CAS(CAS),
        .Address_Write_Enable(Address_Write_Enable_Master)
    );
    CascadeModule Slave0(
        .SP(1'b0),
        .SNGL(1'b0),
        .ICW3(8'b00000000),
        .Interrupt_Location(3'b000),
        .interruptExists(1'b1),
        .CAS(CAS),
        .Address_Write_Enable(Address_Write_Enable_Slave0)
    );
    CascadeModule Slave3(
        .SP(1'b0),
        .SNGL(1'b0),
        .ICW3(8'b00000011),
        .Interrupt_Location(3'b011),
        .interruptExists(1'b1),
        .CAS(CAS),
        .Address_Write_Enable(Address_Write_Enable_Slave3)
    );
    initial begin
        currentSlave = 3'bz;
        interruptExists = 1'b0;
        $monitor("When the current active slave(Interrupt_Location) is: %b\nthe Address write enabled flags are -> Master: %b, Slave0: %b, Slave3: %b, CAS: %b\n", 
            currentSlave,
            Address_Write_Enable_Master, 
            Address_Write_Enable_Slave0, 
            Address_Write_Enable_Slave3, 
            CAS
        );
        #10;
        interruptExists = 1'b1;
        currentSlave = 3'b000;
        #10;
        currentSlave = 3'b011;
        #10;
        currentSlave = 3'b001;
        #10;
        currentSlave = 3'bz;
        interruptExists = 1'b0;
    end
endmodule
File: run.sh
#!/bin/bash
# OpenROAD 26Q1-2900-gdf79404cd8, Yosys 0.63+post, stock flow scripts
make -C /OpenROAD-flow-scripts/flow DESIGN_CONFIG=/design/flow/config.mk WORK_HOME=/design/flow/orfs finish
File: config.mk
export PLATFORM = sky130hd
export DESIGN_NAME = CascadeModule
export DESIGN_NICKNAME = CascadeModule
export VERILOG_FILES = /design/flow/design.v
export SDC_FILE = /design/flow/constraint.sdc
export NUM_CORES = 4
export LEC_CHECK = 1
export CORE_AREA = 10 10 70 70
export DIE_AREA = 0 0 80 80
File: constraint.sdc
current_design CascadeModule

set clk_period 1.9
set clk_io_pct 0.2

create_clock -name clk0 -period $clk_period

set non_clock_inputs [all_inputs -no_clocks]
set_input_delay [expr $clk_period * $clk_io_pct] -clock clk0 $non_clock_inputs
set_output_delay [expr $clk_period * $clk_io_pct] -clock clk0 [all_outputs]
==> run summary <==
yosys + openroad results -> register pins left without a clock=3, Log Error=[error] [KeplerFormal.cpp:679] Workflow failed: Iso has multiple drivers: .CAS2, CAS[2]$_DLATCH_P_.Q0, port bufs=15, post-synthesis cell area=168.9 um^2, yosys cell count=14, status=stopped before the end, Post-CTS Setup Bufs=0, routability cong.=0.9051, Synth Warn #=4, simple share=14.81%, cts hold-fix bufs=0, mux share=37.04%, number of I/O pins=18, Last stage=4_1_cts, comb area leader=multiplexers, placed cells=77, distinct lib cells=7, post-CTS sizing=21, adder-cell share of the synthesized area=0%, endpoints left unconstrained=6, Syn Inst Count=14, fp util=4.945%, post-synthesis average cell area=12.07 um^2, xor/xnor share=15.56%, Yosys chip area=168.9 um^2, # rows=21, Synth Register Bits=3, Die Y=80 um, Die W=80 um, area fraction in compound gates=5.926%
-- logic make-up after synthesis --
| kind of cell | Yosys count |
|---|---|
| compound gates | 1 |
| latches | 3 |
| simple gates | 4 |
| mux | 3 |
| xor+xnor | 3 |
-- cells in the mapped netlist, drive strengths merged --
cell | n | share of area (%)
nand2b | 3 | 11
dlxtp | 3 | 27
xor2 | 3 | 16
nor4 | 1 | 3.7
a211o | 1 | 5.9
mux2i | 1 | 5.9
mux4 | 2 | 31
-- stage by stage --
stage / hold WS, ns / cell area [um^2] / setup TNS, ns / setup slack (ns) / utilization, %
after detailed placement: 1.694 / 391.6 / -0.7421 / -0.7421 / 11.47
after global placement: 1.608 / 391.6 / -0.6916 / -0.6916 / 11.47
after floorplan: 0.8143 / 168.9 / 0 / 0.3800 / -
