==> flow/design.v <==
module ISR(
    input [2:0] highestPriority,       
    input [7:0] AddressBase,           
    input INTA,                        
    input currentPulse,                
    output reg [7:0] currentAddress  
);
    always @(posedge INTA) begin
        if (currentPulse === 0) begin
            currentAddress <= AddressBase | highestPriority;
        end else begin
            currentAddress <= 8'bzzzzzzzz;
        end
    end
endmodule
module ISR_tb;
reg [2:0] highestPriority;
reg INTA;
reg currentPulse;
wire [7:0] currentAddress;
ISR ISR(
    .highestPriority(highestPriority),
    .AddressBase(8'b00100000),
    .INTA(INTA),
    .currentPulse(currentPulse),
    .currentAddress(currentAddress)
);
initial begin
  highestPriority = 3'bzzz;
  INTA = 1'b1;
  #10;
  INTA = 1'b0;
  currentPulse = 1'b0;
  highestPriority = 3'b010;
  #10;
  INTA = 1'b1;
  #10;
  INTA = 1'b0;
  currentPulse = 1'b1;
  #10;
  INTA = 1'b1;
end
endmodule
==> flow/run.sh <==
#!/bin/bash
# OpenROAD 26Q1-2900-gdf79404cd8, Yosys 0.63+post, stock flow scripts
make -C /OpenROAD-flow-scripts/flow DESIGN_CONFIG=/design/flow/config.mk WORK_HOME=/design/flow/orfs finish
==> flow/config.mk <==
export PLATFORM = sky130hd
export DESIGN_NAME = ISR
export DESIGN_NICKNAME = ISR
export VERILOG_FILES = /design/flow/design.v
export SDC_FILE = /design/flow/constraint.sdc
export NUM_CORES = 4
export LEC_CHECK = 1
export CORE_AREA = 10 10 70 70
export DIE_AREA = 0 0 80 80
==> flow/constraint.sdc <==
current_design ISR

set clk_period 1.0
set clk_io_pct 0.2

create_clock -name clk0 -period $clk_period [get_ports {INTA}]

set non_clock_inputs [all_inputs -no_clocks]
set_input_delay [expr $clk_period * $clk_io_pct] -clock clk0 $non_clock_inputs
set_output_delay [expr $clk_period * $clk_io_pct] -clock clk0 [all_outputs]
==> results.yml <==
# flow metrics
status:
  status: "finished clean"
routing:
  postRouteAntennaNets: 0
  vias_per_cell: 2.13
  drc: 0
  drt-total-wl_um: 573
  vias: 168
  wl_per_cell_um: 7.25
  drt_first_pass_iters: 1
  drt-initial-drc-count: 0
  diodes: 0
synth:
  top_area_cell: "dfxtp_1"
  yosys-top-cells-count: "dfxtp_1, or2_1"
  synthCells: 11
  ys_area_sq_um: 179
  edf_count: 0
  yosysWarningCount: 3
  ys_seq_elements: 8
  yosys.stat.seqShare_pct: 89.5
  synth_cell_types: 2
  synthesis.area_sq_um: 179
  yosys_cells: 11
  flop_cell: "dfxtp_1"
  synthTopCellsByArea: "dfxtp_1, or2_1"
  synth.most_common_cell: "dfxtp_1"
  avgSynthCellArea_sq_um: 16.3
  top_area_share_pct: 89.5
  async_flop_share_pct: 0
floorplanning:
  die_x_um: 80
  core_sq_um: 3420
  fp_util_pct: 5.24
  die_h_um: 80
  dieArea_sq_um: 6400
  fp-row-count: 21
  num_io_pins: 21
setup_path:
  path_cells: "dlygate4sd2_1"
  arrival_ns: 0.76
  end_kind: "output port"
  start_kind: "register"
  cp_max_fo: 1
  critPathRequiredTime_ns: 0.80
  cp_slowest_cell: "dfxtp_1"
  worstSetupPathType: "register to output port"
  crit_family: "flip-flops"
  critPathMaxStageDelay_ns: 0.29
  cp.buffers_inverters: 1
timing:
  fin_setup_tns_ns: 0
  tightest_slew_ns: 0.0641
  rsz0062_at_grt: "no"
  setup_viol: 0
  fin_crit_sh_pct: 96.2
  post-route-min-period_ns: 0.962
  maxSlewHeadroom_pct: 95.7
  hold_viol: 0
  fmax_mhz: 1040
  setup_slack_ns: 0.0381
  maxSlewViolCount: 0
clock_tree:
  h-tree-depth: 1
  tritoncts: "done"
  cts_buffers: 3
  cts_sinks: 8
  clockBufferDepth: 2
  clk_pin_slew_ns: 0.06
  clock-root-buffer: "clkbuf_4"
cells_and_area:
  layout.area.comb_sq_um: 18.8
  finalNonFillerCells: 79
  largest_reg_flops: 8
  top_regs: "currentAddress: 8 flops"
  ff_latch_area_sq_um: 161
  syn2layout_area_growth_pct: 144
  top_register: "currentAddress"
  nFillCells: 397
  final_layout_size_suffix_gt1_share_pct: 18.2
global_routing:
  grt_antenna_before_repair: 0
  grt.overflow.total: 0
  track_usage_pct: 1.88
  grt_max_degree: 5
  grt_first_pass_wirelength_um: 848
  grt_pass1_vias: 194
placement:
  gp_congestion: 0.701
  portBuffers: 19
  placedCellCount: 76
  dpl_worst_slack_ns: 0.0349
  place_hpwl_um: 490
min_path:
  hold_path_class: "primary input to register"
power_and_ir_drop:
  total_leakage_power_nw: 0.167
  peakVddDrop_v: 0.000561
  p_per_area_nw_per_um2: 1500
flow_run:
  cap_violations: 0
  openroad.warnings: 26
power breakdown:
group | leakage (nW) | total [mW] | internal (mW) | switching [mW]
Combinational | 0.0858 | 0.0631 | 0.0549 | 0.00826
Clock | 0.0138 | 0.253 | 0.138 | 0.115
Sequential | 0.0670 | 0.340 | 0.336 | 0.00330
layout make-up:
| cell class | instances | share of cell area (%) |
|---|---|---|
| timing repair buffer | 19 | 40.4 |
| multi-input combinational | 3 | 4.30 |
| clock buffer | 3 | 5.16 |
| tap | 46 | 13.2 |
| sequential | 8 | 37.0 |
logic make-up after synthesis:
group | count (synthesis) | synth area share (%)
flops | 8 | 89.5
simple gates | 3 | 10.5
cell usage in the layout (no fill, tap or decap):
| cell | instances |
|---|---|
| dfxtp_2 | 1 |
| clkbuf_2 | 2 |
| clkdlybuf4s15_1 | 3 |
| dlygate4sd2_1 | 3 |
| dfxtp_1 | 7 |
| clkbuf_4 | 3 |
| clkdlybuf4s50_1 | 11 |
| or2_1 | 3 |
metal layers:
metal  GRT usage (%)  vias up  share of wire, %
met1            2.02       66                47
met4           0.176        0                 0
li1                -       78                 -
met2            1.44       24                19
met3            3.64        0                35
met5               0        -                 0
path summary, 6_finish.rpt:
check	from	end	slack, ns	cells after the start
worst min-delay path	AddressBase[4]	currentAddress[4]	0.38	1
worst max-delay path	currentAddress[3]	currentAddress[3]	0.04	1
metrics by stage:
step / hold slack (ns) / utilization [%] / power [mW] / instance area (sq um)
after CTS: 0.371 / 13.0 / 0.673 / 443
after floorplan: 0.228 / - / 0.346 / 179
after global routing: 0.362 / 12.8 / 0.698 / 437
after global placement: 0.655 / 12.5 / 0.422 / 427
after detailed placement: 0.655 / 12.5 / 0.422 / 427
final: 0.381 / 12.8 / 0.655 / 437
timing repair:
action,CTS,global route
resized,11,5
buffers inserted,0,0
hold buffers,0,0
pin swaps,0,0
cloned,0,0
endpoints found under the setup margin,8,5
Power figures rest on the tool's default switching activity, not on a simulated workload.
